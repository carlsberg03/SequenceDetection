[design/flow/design.v]
`timescale 1ns/10ps
module remove_joggle(key_in,clk,key_out);
input key_in,clk;
output reg key_out;
reg q0,q1,q2,q3,q4,q5,q6,q7,q8,q9;
initial begin q0<=1;q1<=1;q2<=1;q3<=1;q4<=1;q5<=1;q6<=1;q7<=1;q8<=1;q9<=1; key_out<=0;end
always @(posedge clk)
begin 
 q9 <= q8;
 q8 <= q7;
 q7 <= q6;
 q6 <= q5;
 q5 <= q4;
 q4 <= q3;
 q3 <= q2;
 q2 <= q1;
 q1 <= q0;
 q0 <= key_in;
end
always@(*)
begin
if(q0&q1&q2&q3&q4&q5&q6&q7&q8&q9&key_out) begin key_out = 0; end
if(~(q0|q1|q2|q3|q4|q5|q6|q7|q8|q9)&~key_out) begin key_out <= 1; end
end
endmodule
module clk_1ms(input clk,output reg clk2);
reg [31:0] cnt;
initial begin  cnt=0;clk2=0; end
always @(posedge clk)
begin
if(cnt=='d24999) begin clk2=~clk2;cnt=0; end
else cnt=cnt+1;
end
endmodule
module clk_10ms(input clk,output reg clk2);
reg [31:0] cnt;
initial begin  cnt=0;clk2=0; end
always @(posedge clk)
begin
if(cnt=='d249999) begin clk2=~clk2;cnt=0; end
else cnt=cnt+1;
end
endmodule
module scan(input clk_1ms,input key,output reg[1:0] out);
reg[15:0]cnt1,cnt0;
initial begin out<=2'b01;cnt1<=0;cnt0<=0;end
always @(posedge clk_1ms)
begin
if(key) 
begin
    if(cnt0<2000&&cnt0!=0) begin out<=2'b00;cnt0<=0; end 
    if(cnt0>=2000) begin out<=2'b01; cnt0<=0; end 
    if(cnt1<=2000) begin cnt1=cnt1+1; end 
end
if(!key)
begin
    if(cnt1<1000&&cnt1!=0) begin out<=2'b10;cnt1<=0; end 
    if(cnt1>=1000) begin out<=2'b11; cnt1<=0; end 
    if(cnt0<=3000) begin cnt0=cnt0+1; end 
end
end
endmodule
module dynamic_display(input[3:0] IN1,IN2,IN3,IN4,IN5,IN6,input  clk,output reg [7:0]  DISPLAYOUT,output reg [5:0]DIG);
reg [7:0] D[15:0];
reg [2:0]cnt;
initial begin
    D[0]='h3f;
    D[1]='h06; 
    D[2]='h5b;
    D[3]='h4f;
    D[4]='h66;   
    D[5]='h6d;    
    D[6]='h9b;  
    D[7]='h07;
    D[8]='h7f;  
    D[9]='h6f; 
    D[10]='h77;
    D[11]='h7c;
    D[12]='h39;
    D[13]='h5e;
    D[14]='h79;  
    D[15]='h71;
    DIG=6'b000000;
    cnt=3'b000;
    DISPLAYOUT<=0;
    end
    always @(posedge clk) begin 
    if(cnt<6)cnt=cnt+1;
    if(cnt==6)cnt=0; 
    end
    always@(posedge clk)
    begin
        case(cnt)
            3'b000:begin DISPLAYOUT<=D[IN1]; DIG<=6'b111110; end
            3'b001:begin DISPLAYOUT<=D[IN2]; DIG<=6'b111101; end
            3'b010:begin DISPLAYOUT<=D[IN3]; DIG<=6'b111011; end
            3'b011:begin DISPLAYOUT<=D[IN4]; DIG<=6'b110111; end
            3'b100:begin DISPLAYOUT<=D[IN5]; DIG<=6'b101111; end
            3'b101:begin DISPLAYOUT<=D[IN6]; DIG<=6'b011111; end
        endcase
    end
endmodule
module status(input clk,input [1:0]out,output reg [9:0]state,output reg change);
initial begin state<=0; change<=0; end
reg EN;
initial begin EN<=0; end
always@(posedge clk)
begin
    case(out)
    2'b00:begin EN<=1; end
    2'b01:begin change<=1;state=0;EN<=1; end
    2'b10:begin if(EN) begin EN<=0;state[9:0]<={state[7:0],2'b10}; change<=0;end end
    2'b11:begin if(EN) begin EN<=0;state[9:0]={state[7:0],2'b11};  change<=0;end end
    endcase
end
endmodule
module trans(input clk,input change,input[7:0]N,output reg [7:0]N12,N34,N56);
initial begin N12<=0; N34<=0;N56=0; end
reg EN;
initial begin EN=0; end
always @(posedge clk)
begin N12<=N; end
always @(posedge change)
begin
N56<=N34;N34<=N12;
end
endmodule
module decode(input clk,input [9:0] state,output reg [7:0]N);
initial begin N<=0; end
always@(posedge clk)
begin
    case(state)
    'b1111111111: begin N<=8'h30; end
    'b1011111111: begin N<=8'h31; end
    'b1010111111: begin N<=8'h32; end
    'b1010101111: begin N<=8'h33; end
    'b1010101011: begin N<=8'h34; end
    'b1010101010: begin N<=8'h35; end
    'b1110101010: begin N<=8'h36; end
    'b1111101010: begin N<=8'h37; end
    'b1111111010: begin N<=8'h38; end
    'b1111111110: begin N<=8'h39; end
    default: begin N<=0 ;end
    endcase
end
endmodule
module main (input clk,key,output[5:0] DIG,output[7:0]DISPLAYOUT,output test,output change,output [1:0] out,output [7:0]cnt);
wire clk2,clk3;
wire[9:0] state;
wire[7:0] N,N12,N34,N56;
wire key_out;
assign cnt=state[7:0];
clk_1ms div21ms(clk,clk2);
clk_10ms div210ms(clk,clk3);
remove_joggle remove(key,clk3,key_out);
assign test=key_out;
scan key_pressed(clk2,key_out,out);
status status(clk,out,state,change);
decode state_to_digital_display(clk2,state,N);
trans static_to_dynamic(clk,change,N,N12,N34,N56);
dynamic_display display(N12[3:0],N12[7:4],N34[3:0],N34[7:4],N56[3:0],N56[7:4],clk2,DISPLAYOUT,DIG);
endmodule
[design/flow/run.sh]
#!/bin/bash
# OpenROAD 26Q1-2900-gdf79404cd8, Yosys 0.63+post, stock flow scripts
make -C /OpenROAD-flow-scripts/flow DESIGN_CONFIG=/design/flow/config.mk WORK_HOME=/design/flow/orfs finish
[design/flow/config.mk]
export PLATFORM = sky130hd
export DESIGN_NAME = main
export DESIGN_NICKNAME = main
export VERILOG_FILES = /design/flow/design.v
export SDC_FILE = /design/flow/constraint.sdc
export NUM_CORES = 4
export LEC_CHECK = 1
export CORE_UTILIZATION = 50
[design/flow/constraint.sdc]
current_design main

set clk_period 5.4
set clk_io_pct 0.2

create_clock -name clk0 -period $clk_period [get_ports {clk}]

set non_clock_inputs [all_inputs -no_clocks]
set_input_delay [expr $clk_period * $clk_io_pct] -clock clk0 $non_clock_inputs
set_output_delay [expr $clk_period * $clk_io_pct] -clock clk0 [all_outputs]
==> run summary <==
Update from the flow run.

Entering global routing, the biggest net connects about 57 pins. The OpenROAD warning count is 39. STA classifies the critical path startpoint as a register. The layout summary lists the proportion of cells stronger than drive strength 1 as 0.04728. The number of global-route vias before repair is approximately 4200.

The share of synthesized cell area in full adder, half adder and majority cells is 0.03963. Port buffering added 27 buffers. Listed in order, past its start point the critical path passes clkdlybuf4s50_1. The via-per-instance ratio is 5.197. Of the total synthesized cell area, the portion taken by AND, OR, NAND and NOR gates is 0.2137. The detail route stage leaves a number of antenna-violating nets equal to 0.

The minimum period implied by the final worst setup slack is around 2500 ps. The area fraction in mux cells is 0.01675. The required arrival time at the worst endpoint is roughly 4300 ps.

Per the log, the first TritonRoute iteration ended with a DRC count of approximately 230. The number of clock buffers inserted by TritonCTS is 9. The combined buffer and inverter count along the critical path is 1. According to the report, the first pass of detailed routing completed in 4 iterations. The most used flip-flop cell is sky130_fd_sc_hd__dfxtp_1. The cell area after synthesis is a little under 0.007 sq mm. In this run the tightest slew margin relative to its limit is 0.4765. The number of antenna violations at the first check in global routing came to 0. The clock insertion delay at the later pin of the skew report is 330 ps. The core area is 0.01340 sq mm.

Note that the worst hold path type here is register to register. The total placed cells including tap cells is between 800 and 900. The report counts max-capacitance violations totalling 0. By area, the combinational part of the netlist is dominated by simple AND/OR/NAND/NOR gates. Setup repair after global routing left no endpoint under its margin.

Dividing the final minimum period by the clock period gives 0.4671. The report lists the power per cell area as ~160 mW/mm^2. Counting flops with a built-in enable in the synthesized netlist gives roughly 44. In the final report, the number of pins over their slew limit comes to 0. The number of filler instances in the final layout is roughly 1100. The yosys cell count is roughly 680. The clock H-tree reported by CTS has 3 levels.

Across all layers, the routed design uses 4542 vias. The cell family with the largest share of critical-path delay is buffers and inverters. For this run, the number of standard cells in the final layout without fillers is a little under 900.

Pin placement for this block handled 28 I/O pins. Per the synthesis report, the XOR/XNOR share of the synthesized area is 0.1148. The placement row count is between 40 and 50. The final worst clock skew is between 6 and 7 ps. In this run, post-CTS repair resized a total of 0 instances.

The static power due to leakage is between 2 and 3 nW. After detailed routing, the total wire length is 11.13 mm. The maximum count of clock buffers along a single path is 2.

The worst setup path is captured at an output port. The area taken by sequential standard cells is reported as ~0.0036 sq mm. From left edge to right edge, the die measures about 120 um.

The area fraction in compound gates after synthesis is 0.05711. Synthesis inferred about 160 register bits. The distinct cell type count after synthesis is just under 60. On the reported timing paths, the clock transition at the registers reads around 60 ps. The transition time recorded at the tightest slew-check pin is 778.7 ps. The worst path arrival time is around 1400 ps. The count of buffers added by post-CTS timing repair for setup is 0. In the final routed layout, each cell accounts on average for between 10 and 15 um. The HPWL after detailed placement is around 8.0 mm.

The clock tree from TritonCTS is built. Summed over all routing layers, the global router reports a total usage of 0.1693. In the synthesis report, Yosys lists the chip area as approximately 0.007 sq mm.

Synthesis produced a netlist whose cell count is 677. The longest incremental delay of any stage on the critical path is reported as ~600 ps. Looking at the VDD voltage map, the peak drop is 0.2130 mV. The tightest hold margin is ~440 ps. The flow reports an fmax of 396.5 MHz. The critical path maximum fanout is 10.

The repair_antennas step left the layout with diodes totalling 0. The count of yosys warnings during synthesis is 11. For this configuration, the core starts out at a cell density of 0.5183. The flow ran to the end, and the final reports show no timing, DRC or antenna violations. According to the floorplan report, the die height is approximately 120 um. The number of hold violations in the final report is 0. The layout-stage area growth over the synthesis result is 9.566%.

CTS placed an instance of sky130_fd_sc_hd__clkbuf_16 at the clock tree root. The multi-input combinational cells in the finished layout cover a total of slightly above 0.003 sq mm. For this run the aggregate overflow at the end of global routing stands at 0.

The timer found between 70 and 80 register pins that no clock reaches; their paths are not timed. The worst setup path is of the register to output port kind. The accumulated negative setup slack is 0 ps. After floorplanning, the die was sized to cover 0.01437 sq mm. Looking at the critical path, the single cell with the biggest stage delay is sky130_fd_sc_hd__clkdlybuf4s50_1. The placer congestion estimate is around 0.86. In this run, post-CTS hold repair placed 0 buffers. The count of endpoints without a timing constraint is about 130. For reference, the post-synthesis area per instance comes to between 10 and 15 sq um. The first global-routing pass estimated approximately 19 mm of wire. The final report lists the setup-violating endpoint count as 0. The number of remaining DRC errors is 0. The proportion of register bits with asynchronous set or reset after synthesis is 0.
## registers in the layout, indices dropped and copies added (netlist names), 3 cells and up
name                        cells
display.DIG                     6
display.DISPLAYOUT              8
display.cnt                     3
div210ms.cnt                   32
div21ms.cnt                    32
key_pressed.cnt0               16
key_pressed.cnt1               16
state_to_digital_display.N      5
static_to_dynamic.N12           5
static_to_dynamic.N34           5
static_to_dynamic.N56           5
status.state                   10
## power breakdown
| group | switching (mW) | leakage, nW | internal [mW] |
|---|---|---|---|
| Combinational | 0.000284 | 1.34 | 0.000778 |
| Clock | 0.220 | 0.136 | 0.354 |
| Sequential | 0.0000986 | 1.38 | 0.627 |
## stage by stage
stage	utilization	total power, mW	cell area [sq um]	setup slack, ps
2_1_floorplan	-	0.6410	6945	3544
3_3_place_gp	0.5471	0.6417	7331	3235
3_5_place_dp	0.5471	0.6417	7331	3226
4_1_cts	0.5679	1.220	7610	2862
5_1_grt	0.5679	1.247	7610	2825
6_report	0.5679	1.202	7610	2878
## path summary, 6_finish.rpt
check / end / slack, ps / from / cells after the start
worst min register to register: div210ms.cnt[0]$_SDFF_PN0_ / 440 / div210ms.cnt[0]$_SDFF_PN0_ / 1
worst max register to register: div21ms.cnt[28]$_SDFF_PN0_ / 3270 / div21ms.cnt[0]$_SDFF_PN0_ / 6
worst min-delay path: div210ms.cnt[0]$_SDFF_PN0_ / 440 / div210ms.cnt[0]$_SDFF_PN0_ / 1
worst max-delay path: cnt[0] / 2880 / status.state[0]$_DFFE_PP_ / 1
## cell usage after synthesis, drive strengths merged, types with 4 or more instances
library cell	n	area [sq um]
nand2	52	195.2
and4	8	70.07
a211oi	4	30.03
xnor2	56	490.5
a31oi	6	37.54
nor4	16	118.9
or3	4	25.02
mux2	5	56.30
xor2	35	306.5
nor2b	4	25.02
nand4	19	118.9
ha	22	275.3
and2	18	115.1
mux2i	6	60.06
nor3	13	65.06
inv	22	82.58
o21ai	14	70.07
nor2	68	257.8
nor3b	4	30.03
buf	16	106.4
a21oi	13	65.06
and3	15	95.09
a22o	4	35.03
dfxtp	115	2302
clkbuf	11	41.29
nand2b	5	31.28
nand3	39	195.2
or4	7	61.31
edfxtp	44	1321
## cell families after synthesis
logic type | after synthesis
adders and majority gates | 22
buffers and inverters | 50
AOI/OAI and AO/OA | 60
xor gates and xnor gates | 91
latches | 1
other | 1
muxes | 11
DFF | 159
and+or+nand+nor | 282
## placed cells by master, fill, tap and decap left out, drive strengths merged, types with 7 or more instances in the layout
cell type / Yosys / routed
xnor2: 56 / 56
nand4: 19 / 19
and4: 8 / 8
xor2: 35 / 35
or4: 7 / 7
and3: 15 / 15
nor4: 16 / 16
inv: 22 / 22
and2: 18 / 18
nand3: 39 / 39
edfxtp: 44 / 44
dfxtp: 115 / 115
a21oi: 13 / 13
nand2: 52 / 52
nor3: 13 / 13
o21ai: 14 / 14
nor2: 68 / 68
clkdlybuf4s50: 0 / 27
clkbuf: 11 / 12
ha: 22 / 22
## per-layer routing
layer,part of all wire,global-route usage,vias to the layer above
li1,-,-,2388
met1,0.53,0.2814,2102
met2,0.43,0.2540,43
met3,0.029,0.02816,9
met4,0.010,0.01719,0
met5,0,0,-
## final cells by class
class                   instances  area share
clock buffers                  12     0.03108
clock inverters                 4    0.005590
inverters                      23     0.01134
multi-input cells             467      0.4045
flip-flops and latches        160      0.4781
well taps                     176     0.02894
repair buffers                 32     0.04045
No activity file was given, so power comes from the tool's default toggle rates.
